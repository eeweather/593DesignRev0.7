--- ./design.v ---
module top (
    input logic clk, reset_n,
    input logic store, load,
    input logic [15:0] result,
    input logic [13:0] addr,
    output logic mem_done,
    output [7:0] datatoinst
    );
    logic [15:0] datatomem;
    logic [7:0] datafrommem;
    logic [13:0] addrout;
    logic write_req, read_req;
    logic mem_resp;
    memInerf memInt (
        .clk(clk),
        .reset_n(reset_n),
        .store(store),
        .load(load),
        .mem_resp(mem_resp),
        .result(result),
        .addr(addr),
        .datafrommem(datafrommem),
        .datatomem(datatomem),
        .mem_done(mem_done),
        .datatoinst(datatoinst),
        .write_req(write_req),
        .read_req(read_req),
        .addrout(addrout)
    );
    sram_single_port sram (
        .reset_n(reset_n),
        .clk(clk),
        .re(read_req),
        .we(write_req),
        .addr(addrout),
        .datafrommif(datatomem),
	.datatomif(datafrommem),
        .mem_resp(mem_resp)
    );
    initial begin
        $dumpfile("dump.vcd");
        $dumpvars(0, memInt, sram);
    end
endmodule : top
module memInerf (
    input logic clk, reset_n, 
    input logic store, load,  
    input logic mem_resp,  
    input logic [15:0] result,  
    input logic [13:0] addr,  
    input logic [7:0] datafrommem,  
    output logic [15:0] datatomem,  
    output logic mem_done,  
    output logic [7:0] datatoinst,  
    output logic write_req, read_req,  
    output logic [13:0] addrout  
);
logic [3:0] counter;
always_ff @(posedge clk) begin
    if (!reset_n) begin
        mem_done<=0;
        addrout<= 0;
        write_req <= 0;
        read_req <=0;
        datatoinst <= 0;
        counter = 0;
        datatomem <= 0;
    end
    else if (load) begin
        counter++;
	    mem_done <=0;
	if (counter>9) begin
	    counter<=0;
        mem_done <=1; 
	end
        addrout<=addr;
	if (counter == 2) begin
        read_req<=1;
	end
        if (mem_resp) begin
            datatoinst<=datafrommem;
            read_req <= 0;
        end
    end
    else if (store) begin
	    mem_done<=0;
        counter++;
	if (counter>9) begin
	    counter<=0;
        mem_done<=1;
	end
        addrout<=addr;
        datatomem<=result;
	if (counter == 2) begin
        write_req<=1;
	end
        if (mem_resp) begin
            write_req<=0;
        end
    end 
    else begin
        mem_done<=0;
        write_req<=0;
        read_req<=0;
    end     
end
endmodule : memInerf
module sram_single_port #(
	parameter DATA_WIDTH = 16,
	parameter ADDR_WIDTH = 14
) (
	input logic reset_n, clk,
	input logic re, we, preload,
	input logic [ADDR_WIDTH-1:0] addr,
	input logic [DATA_WIDTH-1:0] datafrommif,
	output logic [7:0] datatomif,
    output logic mem_resp
);
	reg [DATA_WIDTH-1:0] mem [ADDR_WIDTH-1:0];
	always_ff @(posedge clk) begin
		if (!reset_n) begin
			for (int i=0; i<$size(mem); ++i)  
				mem[i] <= i;
		end
		else if (mem_resp) begin
		   mem_resp <=0;
		end
        else if (we) begin
			mem[addr] <= datafrommif;
            mem_resp <= 1;
		end
        else if (re) begin
            datatomif <= mem[addr];
			mem_resp <= 1;
        end
    end
endmodule
--- ./run.sh ---
#!/bin/bash
# OpenROAD 26Q1-2900-gdf79404cd8, Yosys 0.63+post, stock flow scripts
make -C /OpenROAD-flow-scripts/flow DESIGN_CONFIG=/design/flow/config.mk WORK_HOME=/design/flow/orfs finish
--- ./config.mk ---
export PLATFORM = sky130hd
export DESIGN_NAME = top
export DESIGN_NICKNAME = top
export VERILOG_FILES = /design/flow/design.v
export SDC_FILE = /design/flow/constraint.sdc
export NUM_CORES = 4
export LEC_CHECK = 1
export CORE_UTILIZATION = 30
--- ./constraint.sdc ---
current_design top

set clk_period 4.7
set clk_io_pct 0.2

create_clock -name clk0 -period $clk_period [get_ports {clk}]

set non_clock_inputs [all_inputs -no_clocks]
set_input_delay [expr $clk_period * $clk_io_pct] -clock clk0 $non_clock_inputs
set_output_delay [expr $clk_period * $clk_io_pct] -clock clk0 [all_outputs]
==> qor.csv <==
metric;value;unit
worst hold path endpoint;memInt.datatoinst[6]$_SDFFE_PN0P_;
DRT iter0 DRCs;339;
Hold Path Stages;2;
yosys stat area;0.00715;mm2
worst path cell trace;clkdlybuf4s50_1 > nor2b_1 > nand4_1 > buf_4 > o21ai_0 > buf_4;
status;finished, final reports clean;
Via Count;4500;
post-CTS setup buffers;0;
H-tree depth;4;
fin crit period;3200;ps
Final setup viols;0;
ys flop type;edfxtp_1;
Synth Warn #;5;
Worst Reg-to-Reg Cells;4;
DR pass1 iterations;5;
ys cells;547;
Max Slew Vio Count;0;
critical path type;input port to register;
Max Clk Rate;312;MHz
slowest CP cell;clkdlybuf4s50_1;
post-cts resize count;0;
leakage;2.69;nW
DIE AREA;0.0245;mm2
detail-routed via count per cell;4.93;
final hold violation count;0;
Top cells excl fill/tap;edfxtp_1, nor2_1, nand2_1;
clk latency late pin;430;ps
FP Core Util;30.6;%
Syn Area/Cell;13.1;um2
flip-flops with a built-in enable;137;
# DRC;0;
area grow syn2layout;17.4;%
Congestion Overflow GR;0;
Hold WC Path Type;register to register;
Die Ht;156;um
Seq cells post-synth;164;
crit-path max cell delay;610;ps
number of core rows;56;
root buffer cell;clkbuf_16;
synth top area cells;edfxtp_1, dfxtp_1, mux4_2;
total track usage;14.0;%
Final WS setup;1500;ps
vias in the first global route;4610;
final WL;15700;um
Antenna Nets Post-Route;0;
worst rel slew slack;42.0;%
number of max-cap violations;0;
CTS max path bufs;2;
synthesized cell area;0.00715;mm2
terminus of the critical flop-to-flop path;sram.mem[7][3]$_SDFFCE_PN0P_;
Antenna Cells;0;
r2r setup slk;2000;ps
cell accounting for the most synthesized area;edfxtp_1;
Synth top area share;57.5;%
hold path startpoint;memInt.datatoinst[6]$_SDFFE_PN0P_;
PD cells;377;mW/mm2
clock-pin slew on the worst setup and hold paths;60;ps
final instance count without filler cells;913;
layout cells sized above 1;14.1;%
FF-to-FF Start;memInt.addrout[0]$_SDFFE_PN0P_;
Crit Path Max Fanout;18;
Unique cell types;34;
CTS buffer count;17;
Critical Path RT;4840;ps
CP most frequent cell;buf_4;
GP Congestion;0.872;
CP arrival;3340;ps
PortBufs;24;
Core Area;0.0234;mm2
period utilisation layout;68.2;%
first-pass GRT wire length;24300;um
setup TNS;0;ps
hold_buf cts;0;
Mapped Cells;547;
VDD IR max;0.290;mV
worst slew pin tran;861;ps
OpenROAD warnings;45;
most used logic cell in the final layout;edfxtp_1;
sequential cell area fraction in the yosys report;65.1;%
DP Worst Slack;1120;ps
initial antenna violation count;0;
dpl cells;881;
routed len/inst;17.2;um
Die W;156;um
DP Wirelength;10300;um
skew final;5.69;ps
CP Launch Type;input port;
FFs w/ async S/R, synth;0;%
largest net degree at the start of global routing;43;
crit end category;register;
Sink Count;164;
TritonCTS clock tree;yes;
# IOs;43;
RSZ-0062 raised after global routing;no;
[cells by family after synthesis]
family                   share of synthesized area, %
AND-OR/OR-AND                                    6.30
XOR/XNOR                                        0.122
adder cells (fa/ha/maj)                         0.525
buffers and inverters                            2.94
flip-flops                                       65.1
multiplexers                                     10.7
AND/OR/NAND/NOR                                  14.4
[worst max-delay path, delay by kind of cell]
family	cells	cell delay, ps
AND/OR/NAND/NOR	2	650
buffers and inverters	3	1260
AND-OR/OR-AND	1	470
[worst max-delay path by stage]
stage	from	slack (ps)	end	depth (start not counted)
global route	reset_n	1320	sram.mem[7][3]$_SDFFCE_PN0P_	6
CTS	reset_n	1490	sram.mem[3][1]$_SDFFCE_PN1P_	5
finish	reset_n	1500	sram.mem[7][3]$_SDFFCE_PN0P_	6
[routing by layer]
layer  GRT usage (%)  vias up  part of all wire, %
li1                -     2075                    -
met1            17.1     2185                   39
met2            22.6      217                   49
met3            8.07       23                   11
met4            1.96        0                  1.6
met5               0        -                    0
[report_power, final]
part	total [mW]	internal [mW]	switching [mW]
logic	0.207	0.0906	0.116
registers	1.64	1.61	0.0328
clock network	1.31	0.775	0.537
total	3.16	2.48	0.686
[final cells by class]
cell class	instances	area [um2]
Timing Repair Buffer	55	473
Sequential cell	164	4660
Fill cell	2201	15000
Clock inverter	14	139
Multi-Input combinational cell	340	2290
Clock buffer	18	429
Inverter	3	11.3
Tap cell	319	399
[synthesized netlist by cell type (all sizes together) (12+ instances only)]
cell and instances:
edfxtp 137, nor2 89, nand2 88, mux4 32
dfxtp 27, clkbuf 23, a21boi 21, o21ai 19
a22oi 17, buf 17, and3 13, nand3 12
[sequential cells by signal, summed over array words and instances, names as in the netlist]
| signal | cells |
|---|---|
| memInt.datatoinst | 8 |
| sram.datatomif | 8 |
| memInt.read_req | 1 |
| memInt.counter | 4 |
| sram.mem_resp | 1 |
| memInt.mem_done | 1 |
| memInt.write_req | 1 |
| sram.mem | 128 |
| memInt.addrout | 4 |
| memInt.datatomem | 8 |
[per-stage QoR]
step	power [mW]	instance area, um2	hold slack [ps]	utilization [%]
2_1_floorplan	1.80	7150	429	-
3_3_place_gp	1.88	7830	450	33.4
4_1_cts	3.19	8390	465	35.9
6_report	3.16	8390	460	35.9
3_5_place_dp	1.88	7830	457	33.4
5_1_grt	3.27	8390	485	35.9
Power is estimated from default activity; no workload was simulated.
